==> flow/design.v <==
`timescale 1 ns / 1 ps
module pit_sv #(
    parameter integer C_S_AXI_ADDR_WIDTH = 4
)
(
    input logic                             s_axi_aclk,
    input logic                             s_axi_aresetn,
    input logic                             s_axi_awvalid,
    output logic                            s_axi_awready,
    input logic [C_S_AXI_ADDR_WIDTH-1:0]    s_axi_awaddr,
    input logic [2:0]                       s_axi_awprot,
    input logic                             s_axi_wvalid,
    output logic                            s_axi_wready,
    input logic [31:0]                      s_axi_wdata,
    input logic [3:0]                       s_axi_wstrb,
    output logic                            s_axi_bvalid,
    input logic                             s_axi_bready,
    output logic [1:0]                      s_axi_bresp,
    input logic                             s_axi_arvalid,
    output logic                            s_axi_arready,
    input logic [C_S_AXI_ADDR_WIDTH-1:0]    s_axi_araddr,
    input logic [2:0]                       s_axi_arprot,
    output logic [31:0]                     s_axi_rdata,
    output logic [1:0]                      s_axi_rresp,
    output logic                            s_axi_rvalid,
    input logic                             s_axi_rready,
    output logic                            irq
);
typedef enum logic [2:0] { WRITE_IDLE, WRITE_WAIT_HANDSHAKE, WRITE_WAIT_RESPONSE } write_states;
typedef enum logic [2:0] { READ_IDLE, READ_WAIT_HANDSHAKE, READ_WAIT_RESPONSE } read_states;
write_states cs_write;
read_states cs_read;
logic reset;
logic [31:0] timer_counter;
logic [31:0] control_register;
logic [31:0] delay_value_register;
logic [C_S_AXI_ADDR_WIDTH-1:0] write_address;
logic [C_S_AXI_ADDR_WIDTH-1:0] read_address;
localparam CONTROL_REG_OFFSET = 32'h00;
localparam DELAY_REG_OFFSET = 32'h04;
assign s_axi_awready = (cs_write == WRITE_WAIT_HANDSHAKE);
assign s_axi_wready = (cs_write == WRITE_WAIT_HANDSHAKE);
assign s_axi_bvalid = (cs_write == WRITE_WAIT_RESPONSE);
assign s_axi_arready = (cs_read == READ_WAIT_HANDSHAKE);
assign s_axi_rvalid = (cs_read == READ_WAIT_RESPONSE);
assign s_axi_bresp = 0;
assign s_axi_rresp = 0;
assign reset = !s_axi_aresetn;
always_ff @(posedge s_axi_aclk) begin
    if (reset) begin 
        cs_write <= WRITE_IDLE;
        delay_value_register <= 0;
        control_register <= 0;
    end
    else begin
        if (cs_write == WRITE_IDLE) begin
            if (s_axi_awvalid && s_axi_wvalid) begin
                cs_write <= WRITE_WAIT_HANDSHAKE;
                write_address = s_axi_awaddr;
            end
            else cs_write <= cs_write;
        end
        else if (cs_write == WRITE_WAIT_HANDSHAKE) begin
            cs_write <= WRITE_WAIT_RESPONSE;
            if (write_address == CONTROL_REG_OFFSET) control_register <= s_axi_wdata;
            else delay_value_register <= s_axi_wdata;
        end
        else begin 
            if (s_axi_bvalid && s_axi_bready) cs_write <= WRITE_IDLE;
            else cs_write <= cs_write;
        end
    end
end
always_ff @(posedge s_axi_aclk) begin
    if (reset) cs_read <= READ_IDLE;
    else begin
        if (cs_read == READ_IDLE) begin 
            if (s_axi_arvalid) begin 
                cs_read <= READ_WAIT_HANDSHAKE;
                read_address <= s_axi_araddr;
            end
            else cs_read <= cs_read;
        end
        else if (cs_read == READ_WAIT_HANDSHAKE) begin
            cs_read <= READ_WAIT_RESPONSE;
            if (read_address == CONTROL_REG_OFFSET) s_axi_rdata <= control_register;
            else s_axi_rdata <= delay_value_register;
        end
        else begin
            if (s_axi_rvalid && s_axi_rready) cs_read <= READ_IDLE;
            else cs_read <= cs_read;
        end
    end
end
always_ff @(posedge s_axi_aclk) begin 
    if (reset) timer_counter <= 0;
    else begin 
        if (s_axi_wready && write_address == DELAY_REG_OFFSET) timer_counter <= s_axi_wdata - 1;
        else if (control_register[0]) begin
            if (timer_counter == 0) begin
                timer_counter <= delay_value_register -1;
                if (control_register[1]) irq <= 1;
            end
            else begin
                timer_counter <= timer_counter -1;
                irq <= 0;
            end
        end
        else timer_counter <= timer_counter;
    end
end
endmodule
`timescale 1 ns / 1 ps
module pit #(
    parameter integer C_S_AXI_ADDR_WIDTH = 4
)
(
    input wire                              s_axi_aclk,
    input wire                              s_axi_aresetn,
    input wire                              s_axi_awvalid,
    output wire                             s_axi_awready,
    input wire [C_S_AXI_ADDR_WIDTH-1:0]     s_axi_awaddr,
    input wire [2:0]                        s_axi_awprot,
    input wire                              s_axi_wvalid,
    output wire                             s_axi_wready,
    input wire [31:0]                       s_axi_wdata,
    input wire [3:0]                        s_axi_wstrb,
    output wire                             s_axi_bvalid,
    input wire                              s_axi_bready,
    output wire [1:0]                       s_axi_bresp,
    input wire                              s_axi_arvalid,
    output wire                             s_axi_arready,
    input wire [C_S_AXI_ADDR_WIDTH-1:0]     s_axi_araddr,
    input wire [2:0]                        s_axi_arprot,
    output wire [31:0]                      s_axi_rdata,
    output wire [1:0]                       s_axi_rresp,
    output wire                             s_axi_rvalid,
    input wire                              s_axi_rready,
    output wire                             irq
);
	pit_sv 
        #(.C_S_AXI_ADDR_WIDTH(C_S_AXI_ADDR_WIDTH))
    pit_sv_inst (    
    .s_axi_aclk(s_axi_aclk),
    .s_axi_aresetn(s_axi_aresetn),
    .s_axi_awvalid(s_axi_awvalid),
    .s_axi_awready(s_axi_awready),
    .s_axi_awaddr(s_axi_awaddr),
    .s_axi_awprot(s_axi_awprot),
    .s_axi_wvalid(s_axi_wvalid),
    .s_axi_wready(s_axi_wready),
    .s_axi_wdata(s_axi_wdata),
    .s_axi_wstrb(s_axi_wstrb),
    .s_axi_bvalid(s_axi_bvalid),
    .s_axi_bready(s_axi_bready),
    .s_axi_bresp(s_axi_bresp),
    .s_axi_arvalid(s_axi_arvalid),
    .s_axi_arready(s_axi_arready),
    .s_axi_araddr(s_axi_araddr),
    .s_axi_arprot(s_axi_arprot),
    .s_axi_rdata(s_axi_rdata),
    .s_axi_rresp(s_axi_rresp),
    .s_axi_rvalid(s_axi_rvalid),
    .s_axi_rready(s_axi_rready),
    .irq(irq)
	);
endmodule
==> flow/run.sh <==
#!/bin/bash
# OpenROAD 26Q1-2900-gdf79404cd8, Yosys 0.63+post, stock flow scripts
make -C /OpenROAD-flow-scripts/flow DESIGN_CONFIG=/design/flow/config.mk WORK_HOME=/design/flow/orfs finish
==> flow/config.mk <==
export PLATFORM = sky130hd
export DESIGN_NAME = pit
export DESIGN_NICKNAME = pit
export VERILOG_FILES = /design/flow/design.v
export SDC_FILE = /design/flow/constraint.sdc
export NUM_CORES = 4
export LEC_CHECK = 1
export CORE_UTILIZATION = 40
==> flow/constraint.sdc <==
current_design pit

set clk_period 7.0
set clk_io_pct 0.2

create_clock -name clk0 -period $clk_period [get_ports {s_axi_aclk}]

set non_clock_inputs [all_inputs -no_clocks]
set_input_delay [expr $clk_period * $clk_io_pct] -clock clk0 $non_clock_inputs
set_output_delay [expr $clk_period * $clk_io_pct] -clock clk0 [all_outputs]
==> CHANGELOG.md <==
## Implementation

* Max-slew violation count at 0
* Min-Delay Path Class: reg -> reg
* Wl on met1 at 7390 um
* FMAX at 262 MHz
* Clock sink total at 143
* Num ports at 99
* Internal power at 1.47 mW
* Min Tclk post-route at 3810 ps
* Crit-path max FO at 12
* Critical path class: in -> reg
* DR WL met3 at 761 um
* Cts hold-fix bufs at 0
* Dpl hpwl at 9470 um
* Worst vdd ir at 175 uV
* RSZ-0062 raised after global routing: false
* Max layer used: met4
* Max-cap violations at 0
* Number of buffers added on ports at 84
* Register Area at 3270 um2
* Rows at 46
* FP Util at 0.410
* DR vias at 5,071
* Pleak at 2.93 nW
* Final GP Congestion at 0.827
* Avg WL per Cell at 15.0 um
* First-pass GRT wire length at 24,400 um
* CTS H-tree lvls at 4
* Clock-pin slew on the worst setup and hold paths at 60 ps
* Core Util, Final at 0.508
* Post-route setup slack at 3190 ps
* Synth Instances at 694
* Clock buffer count from CTS at 17
* Worst EP required at 7350 ps
* Reg power frac at 0.451
* Layout cell share with drive strength beyond 1 at 0.148
* Post_cts resized at 0
* Initial DRC count at 252
* Setup WS pre-CTS at 2800 ps
* Sum Neg Setup Slack at 0 ps
* Final Hold Fails at 0
* Final ANT Viol Nets at 0
* Comb power frac at 0.087
* Max-slew headroom at 0.456
* Pwr Total at 1.92 mW
* Register share after synthesis at 0.503
* Congestion Overflow GR at 0
* Layout area overhead at 24.0%
* Cycle use final at 0.545
* Largest net degree at the start of global routing at 79
* Log Warnings at 35
* Async SR Flop Fraction at 0
* Psw at 0.450 mW
* Drt total wl at 14,900 um
* Yosys warns at 1
* Status: finished clean
* Synthesis-stage register bit count at 143
* Worst slew pin tran at 815 ps
* DR WL met2 at 6500 um
* Commonest Layout Cell: nand2_1
* Synthesis area per yosys at 6510 um2
* Post-synth EDFFs at 41
* Vias per cell at 5.13
* Chip Area at 16,800 um2
* Antenna violations before repair at 0
* Fillers at 1,408
* Pre-Repair DR Iteration Count at 4
* Top Layout Cells: nand2_1 (143), a21oi_1 (102), dfxtp_1 (102)
* GRT Util Overall at 0.190
* Clock Tree Buf Depth at 2
* Syn avg cell area at 9.38 um2
* Max Clock Skew at 7.04 ps
* Core footprint at 15,900 um2
* Logic area at 3010 um2
* Ys cells at 694
* Setup violators final at 0
* Vias in the first global route at 4,826
* Crit start category: input pin
* Total setup buffers inserted after CTS at 0
* Die width at 130 um
* Crit. End Element: register
* Worst hold slack at 452 ps
* Post-Syn Area at 6510 um2
* Die Ht at 130 um
* Ant diodes at 0
* DRC errors left at 0
* Synth cell types at 54
* Dominant register cell: dfxtp_1
* CTS tree: done
* Clk root buf: clkbuf_16
* Worst Path Arrival at 4170 ps
* Clk ins delay skew pair at 420 ps
* Pwr Density at 237 nW/um2
* Sw frac at 0.235
* Clock Power Share at 0.462
-- state kept, by name, summed over array words and instances (netlist names) --
name                              flops
pit_sv_inst.delay_value_register     32
pit_sv_inst.irq                       1
pit_sv_inst.timer_counter            32
pit_sv_inst.cs_read                   3
pit_sv_inst.control_register         32
pit_sv_inst.write_address             4
pit_sv_inst.cs_write                  3
pit_sv_inst.read_address              4
pit_sv_inst.s_axi_rdata              32
-- final timing paths --
path | end | start | cells past startpoint | slack, ps
max reg2reg | pit_sv_inst.timer_counter[29] | pit_sv_inst.write_address[1] | 9 | 3250
min | pit_sv_inst.control_register[4] | pit_sv_inst.control_register[4] | 2 | 450
min reg2reg | pit_sv_inst.control_register[4] | pit_sv_inst.control_register[4] | 2 | 450
max | pit_sv_inst.timer_counter[29] | s_axi_wdata[2] | 8 | 3190
-- logic make-up (layout without fill, tap and decap cells) --
family                   after synthesis  after routing  synth area share
AND-OR/OR-AND                        174            174             0.151
XOR/XNOR                              24             24            0.0323
adder cells (fa/ha/maj)                1              1           0.00192
buffers and inverters                 57            132            0.0394
flip-flops                           143            143             0.503
multiplexers                          57             57            0.0980
other                                  1              4          0.000576
AND/OR/NAND/NOR                      237            237             0.174
-- synthesized netlist by cell type (all sizes together), types with 2 or more instances --
cell type | number | share of area
clkbuf | 38 | 0.022
a31oi | 21 | 0.024
a211o | 2 | 0.0027
buf | 13 | 0.014
o21ai | 33 | 0.025
nand2b | 2 | 0.0019
nand4 | 13 | 0.016
mux2 | 51 | 0.089
mux2i | 6 | 0.0092
a21oi | 102 | 0.078
nor3b | 3 | 0.0052
dfxtp | 102 | 0.31
nand3 | 9 | 0.011
a221o | 2 | 0.0031
nor3 | 6 | 0.0054
edfxtp | 41 | 0.19
inv | 6 | 0.0035
nand2 | 143 | 0.082
and3 | 2 | 0.0019
or3 | 3 | 0.0029
nor2 | 36 | 0.021
nor4 | 11 | 0.013
xor2 | 6 | 0.0081
a31o | 3 | 0.0040
nand3b | 2 | 0.0023
xnor2 | 18 | 0.024
a211oi | 7 | 0.0081
-- worst max-delay path, cell delays in order --
cell and delay, ps:
clkdlybuf4s50_1 470, mux2_2 280, a31oi_1 390, nand4_1 380, nor2_2 600, nand3_4 140, or3_1 340, a31oi_1 150
-- power groups by stage --
stage | Clock (mW) | Combinational, mW | Sequential, mW
CTS | 0.899 | 0.169 | 0.864
global route | 0.936 | 0.183 | 0.865
finish | 0.885 | 0.167 | 0.864
-- layer usage --
metal / global-route usage / up-vias
met4: 0.0260 / 0
met2: 0.283 / 110
met3: 0.0399 / 15
met5: 0 / -
met1: 0.304 / 2358
li1: - / 2588
-- through the flow --
step	std cells	cell area, um2
floorplan	697	6520
global route	988	8070
global placement	956	7490
CTS	988	8070
detailed placement	956	7490
finish	988	8070
-- cell type report --
class | instances | area share
clock inverters | 14 | 0.0177
well taps | 216 | 0.0335
repair buffers | 94 | 0.113
inverters | 6 | 0.00279
clock buffers | 18 | 0.0544
flip-flops and latches | 143 | 0.405
multi-input cells | 497 | 0.373
Power figures rest on the tool's default switching activity, not on a simulated workload.
